### flow/config.mk
export PLATFORM = sky130hd
export DESIGN_NAME = sram_t
export DESIGN_NICKNAME = sram_t
export VERILOG_FILES = /design/flow/design.v
export SDC_FILE = /design/flow/constraint.sdc
export NUM_CORES = 4
export LEC_CHECK = 1
export CORE_UTILIZATION = 40
### flow/constraint.sdc
current_design sram_t

set clk_period 4.7
set clk_io_pct 0.2

create_clock -name clk0 -period $clk_period

set non_clock_inputs [all_inputs -no_clocks]
set_input_delay [expr $clk_period * $clk_io_pct] -clock clk0 $non_clock_inputs
set_output_delay [expr $clk_period * $clk_io_pct] -clock clk0 [all_outputs]
### flow/design.v
`default_nettype none
`timescale 1ns / 1ps
module sram_t(input [3:0] addr,    
              input ce,            
              input we,            
              input oe,            
              input lb,            
              input ub,            
              inout [15:0] data);  
  wire [15:0] d0 = { memu[0], meml[0] };     
  wire [15:0] d1 = { memu[1], meml[1] };     
  reg [7:0] meml[15:0];
  reg [7:0] memu[15:0];
  reg [7:0] outl;
  reg [7:0] outh;
  assign data = { (ce|oe|!we|ub) ? 8'bzzzzzzzz : memu[addr],
                  (ce|oe|!we|lb) ? 8'bzzzzzzzz : meml[addr] };
  always @* begin
    if (!ce & !we & oe) begin
      if (ub) memu[addr] = data[15:8];
      if (lb) meml[addr] = data[ 7:0];
    end
  end
endmodule
### flow/run.sh
#!/bin/bash
# OpenROAD 26Q1-2900-gdf79404cd8, Yosys 0.63+post, stock flow scripts
make -C /OpenROAD-flow-scripts/flow DESIGN_CONFIG=/design/flow/config.mk WORK_HOME=/design/flow/orfs finish
==> out/metrics.yaml <==
run_status:
  status: "stopped before the end"
  lastStage: "clock tree synthesis (4_1_cts)"
  error_message: "[error] [KeplerFormal.cpp:679] Workflow failed: Iso has multiple drivers: .data1, _520_.Y0"
clock_tree:
  cts_resized: 0
  postCtsSetupBuffers: 0
  ctsHoldBuffers: 0
synth:
  synth_area_sq_mm: 0.00621
  yosysMostFrequentCell: "dlxtn_1"
  area_leaders: "dlxtn_1 (62%), a22oi_1 (9.9%), nand2_1 (2.4%)"
  postSynthAreaPerCell_sq_um: 9.99
  yosysTopAreaCellShare_pct: 61.8
  edf_count: 0
  syn_inst: 622
  ys_area_sq_mm: 0.00621
  common_cells: "dlxtn_1 (256), a22oi_1 (82), nand2_1 (40)"
  ff_type: "dlxtn_1"
  numSynthFlops: 256
  top_area_cell: "dlxtn_1"
  ys_cells: 622
  ys_warn_count: 261
  synth_cell_types: 41
  async_reset_ff_share_pct: 0
timing:
  unconstrained_endpoints: 256
  unclocked_pins: 256
die:
  num_rows: 45
  ioPinCount: 25
  die_y_um: 127
  die_w_um: 127
  fp-utilization_pct: 40.9
placed_design:
  place_inst: 808
  place.gp.congestion: 0.951
  io_buffers: 9
  dp_hpwl_mm: 12.1
cell families after synthesis:
family | share of synthesized area [%]
buffers and inverters | 5.03
multiplexers | 0.906
latches | 61.8
AND/OR/NAND/NOR | 7.47
AND-OR/OR-AND | 24.7
stage by stage:
step           utilization, %  cell area [sq um]  total power, uW  hold slack, ps  worst slack [ps]
3_3_place_gp             43.0               6540             1260            2790               519
2_1_floorplan               -               6210              298            2410              1360
3_5_place_dp             43.0               6540              377            2790               489
Power is estimated from default activity; no workload was simulated.

## design/flow/run.sh

```bash
#!/bin/bash
# OpenROAD 26Q1-2900-gdf79404cd8, Yosys 0.63+post, stock flow scripts
make -C /OpenROAD-flow-scripts/flow DESIGN_CONFIG=/design/flow/config.mk WORK_HOME=/design/flow/orfs finish
```

## design/flow/config.mk

```make
export PLATFORM = sky130hd
export DESIGN_NAME = rv32i_cpu_rev2_t
export DESIGN_NICKNAME = rv32i_cpu_rev2_t
export VERILOG_FILES = /design/flow/design.v
export SDC_FILE = /design/flow/constraint.sdc
export NUM_CORES = 4
export LEC_CHECK = 1
export CORE_UTILIZATION = 50
```

## design/flow/constraint.sdc

```tcl
current_design rv32i_cpu_rev2_t

set clk_period 6.1
set clk_io_pct 0.2

create_clock -name clk0 -period $clk_period [get_ports {clk}]

set non_clock_inputs [all_inputs -no_clocks]
set_input_delay [expr $clk_period * $clk_io_pct] -clock clk0 $non_clock_inputs
set_output_delay [expr $clk_period * $clk_io_pct] -clock clk0 [all_outputs]
```

## design/flow/design.v

```verilog
`default_nettype none
`timescale 1ns / 1ps
module regfile_t(
    input clk,
    input [4:0] rs1, output reg [31:0] rs1_data,                
    input [4:0] rs2, output reg [31:0] rs2_data,                
    input [4:0] rd,  input      [31:0] rd_data,  input rd_wr    
    );
  reg [31:0] X1[31:0];
  reg [31:0] X2[31:0];
  wire [31:0] dbg_reg_zero = X1[0];
  wire [31:0] dbg_reg_ra   = X1[1];
  wire [31:0] dbg_reg_sp   = X1[2];
  wire [31:0] dbg_reg_gp   = X1[3];
  wire [31:0] dbg_reg_tp   = X1[4];
  wire [31:0] dbg_reg_t0   = X1[5];
  wire [31:0] dbg_reg_t1   = X1[6];
  wire [31:0] dbg_reg_t2   = X1[7];
  wire [31:0] dbg_reg_fp   = X1[8];
  wire [31:0] dbg_reg_s1   = X1[9];
  wire [31:0] dbg_reg_a0   = X1[10];
  wire [31:0] dbg_reg_a1   = X1[11];
  wire [31:0] dbg_reg_a2   = X1[12];
  wire [31:0] dbg_reg_a3   = X1[13];
  wire [31:0] dbg_reg_a4   = X1[14];
  wire [31:0] dbg_reg_a5   = X1[15];
  wire [31:0] dbg_reg_a6   = X1[16];
  wire [31:0] dbg_reg_a7   = X1[17];
  always @(posedge clk) begin
    if (rd_wr) begin
      X1[rd] <= rd_data;
      X2[rd] <= rd_data;
    end
    rs1_data <= (rs1 == 0) ? 32'd0 : X1[rs1];
    rs2_data <= (rs2 == 0) ? 32'd0 : X2[rs2];
  end
endmodule
module alu_t(
    input clk,
    input [31:0] lhs,
    input [31:0] rhs,
    input [ 4:0] shamt,
    input [ 9:0] control,
    output reg [31:0] result,
    output reg lt,
    output reg ltu,
    output reg eq
    );
  wire [32:0] minus = {1'b1, ~rhs} + {1'b0,lhs} + 33'b1;   
  always @* begin
    lt  = (lhs[31] ^ rhs[31]) ? lhs[31] : minus[32];       
    ltu = minus[32];                                       
    eq  = (minus[31:0] == 0);                              
  end
  always @(posedge clk) begin
    case (1'b1)
    control[0]: result <= lhs + rhs;
    control[1]: result <= minus[31:0];
    control[2]: result <= lhs ^ rhs;
    control[3]: result <= lhs | rhs;
    control[4]: result <= lhs & rhs;
    control[5]: result <= lhs << shamt;
    control[6]: result <= $signed({ control[7] & lhs[31], lhs }) >>> shamt;
    control[8]: result <= { 31'd0, ltu };
    control[9]: result <= { 31'd0, lt };
    endcase
  end
endmodule
module rv32i_cpu_rev2_t(
    input             clk,
    input             reset,
    input             hold,
    input      [31:0] mem_data_in,
    output reg [ 3:0] mem_wr_mask,
    output reg [31:0] mem_addr,
    output reg [31:0] mem_data_out,
    output reg        mem_wr,
    output reg        mem_rd
    );
  reg [31:0] PC;
  reg [31:0] PC_NEXT;
  reg [ 4:0] rs1;
  reg [ 4:0] rs2;
  reg [ 4:0] rd;
  reg [31:0] imm;
  reg        bit30;   
  reg [7:0] funct3;  
  wire is_SHIFTI = is_ALUI & (funct3[1] | funct3[5]);   
  reg [8:0] group;   
  wire is_LOAD  = group[0];  
  wire is_ALUI  = group[1];  
  wire is_AUIPC = group[2];  
  wire is_STORE = group[3];  
  wire is_ALU   = group[4];  
  wire is_LUI   = group[5];  
  wire is_BRA   = group[6];  
  wire is_JALR  = group[7];  
  wire is_JAL   = group[8];  
  reg  [31:0] rd_data;
  reg         rd_wr;
  wire [31:0] rs1_data;
  wire [31:0] rs2_data;
  regfile_t regs(clk,
                 is_LUI ? 5'd0 : rs1, rs1_data,    
                 rs2, rs2_data,                    
                 rd, rd_data, rd_wr);              
  wire [31:0] alu_res;
  reg  [ 9:0] alu_ctrl;
  wire is_LT;
  wire is_LTU;
  wire is_EQ;
  alu_t alu(clk,
    (is_AUIPC | is_JAL) ? PC       : rs1_data,     
    (is_BRA   | is_ALU) ? rs2_data : imm,          
    is_ALUI ? rs2 : rs2_data[4:0],                 
    alu_ctrl,                                      
    alu_res,                                       
    is_LT,
    is_LTU,
    is_EQ);
  reg [7:0] ld_byte;
  always @* begin
    case (mem_addr[1:0])
    2'b00: ld_byte = mem_data_in[ 7: 0];
    2'b01: ld_byte = mem_data_in[15: 8];
    2'b10: ld_byte = mem_data_in[23:16];
    2'b11: ld_byte = mem_data_in[31:24];
    endcase
  end
  reg [15:0] ld_half;
  always @* begin
    case (mem_addr[1])
    1'b0: ld_half = mem_data_in[15: 0];
    1'b1: ld_half = mem_data_in[31:16];
    endcase
  end
  reg [31:0] ld_word;
  always @* begin
    case (1'b1)
    funct3[0]: ld_word = { {24{ld_byte[ 7]}}, ld_byte };  
    funct3[1]: ld_word = { {16{ld_half[15]}}, ld_half };  
    default:   ld_word = mem_data_in;                     
    funct3[4]: ld_word = { 24'd0, ld_byte };              
    funct3[5]: ld_word = { 16'd0, ld_half };              
    endcase
  end
  always @(posedge clk) begin
    case (1'b1)
    is_JAL,
    is_JALR: rd_data = PC + 4;           
    is_LOAD: rd_data = ld_word;
    default: rd_data = alu_res;          
    endcase
  end
  always @(posedge clk) begin
    if (is_ALU | is_ALUI) begin
      case (1'b1)
      funct3[0]: begin
        alu_ctrl = (is_ALU & bit30) ? 'b0000000010 :  
                                      'b0000000001;   
      end
      funct3[1]: alu_ctrl =           'b0000100000;   
      funct3[2]: alu_ctrl =           'b1000000000;   
      funct3[3]: alu_ctrl =           'b0100000000;   
      funct3[4]: alu_ctrl =           'b0000000100;   
      funct3[5]: begin
        alu_ctrl = (bit30) ?          'b0011000000 :  
                                      'b0001000000;   
      end
      funct3[6]: alu_ctrl =           'b0000001000;   
      funct3[7]: alu_ctrl =           'b0000010000;   
      endcase
    end else begin
      alu_ctrl =                      'b0000000001;   
    end
  end
  reg [8:0] stage;
  always @(posedge clk) begin
    stage  <= 0;
    rd_wr  <= 0;
    mem_wr <= 0;
    mem_rd <= 0;
    if (reset) begin
      stage[0] <= 1;
      rd    <= 0;
      PC    <= 32'hf0000000;  
    end else begin
      case (1'b1)
      stage[0]: begin    
        mem_addr <= PC;
        mem_rd   <= 1;
        stage[1] <= 1;
      end
      stage[1]: begin    
        stage[2] <= 1;
      end
      stage[2]: begin    
        rd     <= mem_data_in[11: 7];
        rs1    <= mem_data_in[19:15];
        rs2    <= mem_data_in[24:20];
        bit30  <= mem_data_in[30];
        case (mem_data_in[6:2])
        default   group <= 0;
        5'b00000: group <= 9'b000000001;  
        5'b00100: group <= 9'b000000010;  
        5'b00101: group <= 9'b000000100;  
        5'b01000: group <= 9'b000001000;  
        5'b01100: group <= 9'b000010000;  
        5'b01101: group <= 9'b000100000;  
        5'b11000: group <= 9'b001000000;  
        5'b11001: group <= 9'b010000000;  
        5'b11011: group <= 9'b100000000;  
        endcase
        case (mem_data_in[14:12])
        3'b000: funct3 <= 8'b00000001;
        3'b001: funct3 <= 8'b00000010;
        3'b010: funct3 <= 8'b00000100;
        3'b011: funct3 <= 8'b00001000;
        3'b100: funct3 <= 8'b00010000;
        3'b101: funct3 <= 8'b00100000;
        3'b110: funct3 <= 8'b01000000;
        3'b111: funct3 <= 8'b10000000;
        endcase
        stage[3] <= 1;
      end
      stage[3]: begin    
        case (1'b1)
        is_STORE: imm <= {{21{mem_data_in[31]}}, mem_data_in[30:25], mem_data_in[11:7]};
        is_BRA:   imm <= {{20{mem_data_in[31]}}, mem_data_in[7], mem_data_in[30:25], mem_data_in[11:8], 1'b0};
        is_LUI,
        is_AUIPC: imm <= {mem_data_in[31:12], 12'b0};
        is_JAL:   imm <= {{13{mem_data_in[31]}}, mem_data_in[19:12], mem_data_in[30:21], 1'b0};
        is_JALR,
        is_LOAD,
        is_ALUI:  imm <= {{21{mem_data_in[31]}}, mem_data_in[30:20]};
        endcase
        stage[4] <= 1;
      end
      stage[4]: begin    
        mem_addr <= rs1_data + imm;
        mem_rd   <= is_LOAD;
        stage[5] <= 1;
      end
      stage[5]: begin    
        stage[6] <= 1;
      end
      stage[6]: begin    
        rd_wr <= is_ALU | is_ALUI | is_JAL | is_JALR | is_AUIPC | is_LOAD | is_LUI;
        case (1'b1)
        is_BRA: begin
          case (1'b1)
          funct3[0]: PC_NEXT =  is_EQ  ? PC + imm : PC + 4;  
          funct3[1]: PC_NEXT = !is_EQ  ? PC + imm : PC + 4;  
          funct3[4]: PC_NEXT =  is_LT  ? PC + imm : PC + 4;  
          funct3[5]: PC_NEXT = !is_LT  ? PC + imm : PC + 4;  
          funct3[6]: PC_NEXT =  is_LTU ? PC + imm : PC + 4;  
          funct3[7]: PC_NEXT = !is_LTU ? PC + imm : PC + 4;  
          endcase
        end
        is_JAL,
        is_JALR: PC_NEXT = alu_res;
        default: PC_NEXT = PC + 4;
        endcase
        stage[7] <= 1;
      end
      stage[7]: begin   
        mem_addr     <= alu_res;
        mem_wr       <= is_STORE;
        case (1'b1)
        funct3[0]: mem_data_out <= {4{rs2_data[7:0]}};
        funct3[1]: mem_data_out <= {2{rs2_data[15:0]}};
        funct3[2]: mem_data_out <=    rs2_data;
        endcase
        case (alu_res[1:0])
        2'b00: mem_wr_mask <= funct3[0] ? 4'b0001 : funct3[1] ? 4'b0011 : 4'b1111;
        2'b01: mem_wr_mask <=             4'b0010;
        2'b10: mem_wr_mask <= funct3[0] ? 4'b0100 :             4'b1100;
        2'b11: mem_wr_mask <=             4'b1000;
        endcase
        stage[8] <= 1;
      end
      stage[8]: begin   
        PC <= PC_NEXT;
        stage[0] <= 1;
      end
      endcase
    end
  end
endmodule
```

==> out/qor.csv <==
stage;metric;value;unit
synth;most numerous cell in the Yosys netlist;nand2_1;
global_routing;first-pass GRT wire length;11.4;mm
final_layout;Layout area overhead;12.1;%
synth;Synth Seq Share;0.643;
cts;buffer count from post-CTS setup fixing;0;
final_timing;final hold violations;0;
final_timing;Worst slew margin;0.492;
cts;total CTS buffers;9;
min_path;worst min-delay path class;reg2reg;
synth;cell type with the largest total area;edfxtp_1;
global_routing;largest net degree at the start of global routing;38;
critical_path;Crit. Startpoint;reset;
synth;Ys Warns;3;
final_timing;Final Skew;0.00695;ns
critical_path;Worst Setup Start Kind;input pin;
route;n_diodes;0;
die;Die Height;94.4;um
route;Vias per Instance;4.96;
final_timing;worst slew pin tran;0.756;ns
synth;area share of the largest cell type after synthesis;0.450;
die;core area;8220;um^2
final_timing;Final setup viols;0;
synth;Unique cell types;36;
synth;Post-synth EDFFs;64;
synth;Mapped Area;4270;um^2
critical_path;Critical Path Sink;PC_NEXT[12];
cts;Worst-Skew Late Latency;0.35;ns
synth;ys async rst share;0;
final_timing;f_max;346;MHz
flow_run;OpenROAD warning count;58;
route;Pre-antenna DRT Iters;4;
route;Iteration-0 DRC Markers;96;
pwr;Max VDD drop;0.114;mV
global_routing;vias in the first global route;2293;
critical_path;Setup crit end kind;flip-flop;
synth;ys flop type;edfxtp_1;
critical_path;kind of critical path;in2reg;
route;via count;2515;
critical_path;Critical R2R Capture;mem_addr[28];
cts;clock-pin slew on the worst setup and hold paths;0.09;ns
final_timing;post-layout period usage;0.474;
pwr;Sw Pwr;229;uW
final_timing;fin. max-slew vios;0;
route;DRC violations left;0;
place;RD Place Congestion;0.760;
synth;Syn Inst Count;361;
die;Cell Rows;33;
pwr;switching part of the total power;0.190;
pwr;Flop pwr share;0.627;
cts;post-CTS sizing;0;
cts;root buf cell;clkbuf_8;
pwr;P_int;975;uW
synth;Synth area leaders;edfxtp_1 (45%), dfxtp_1 (19%), buf_4 (6.5%);
place;DPL Wire Length;4.04;mm
synth;yosys cell count;361;
pwr;leakage;0.00167;uW
final_timing;RSZ-0062 raised after global routing;false;
cts;H-tree depth;3;
die;IO Pins;105;
route;Avg WL per Cell;13.5;um
global_routing;initial antenna violation count;0;
critical_path;crit path max fanout;37;
route;antenna-violating nets left;0;
pwr;Clock Power Share;0.354;
cts;CTS Buffer Depth;2;
synth;most common library cells after synthesis;nand2_1 (74), edfxtp_1 (64), dfxtp_1 (41), buf_4 (37), a21oi_1 (29);
die;fp_density;0.519;
global_routing;Overflow after GRT;0;
die;die area;8910;um^2
final_timing;clock period minus worst slack;2.89;ns
cts;CTS tree;yes;
place;Placed Instances;491;
pwr;PwrDens;252;nW/um^2
global_routing;GRT Resource Usage Total;0.176;
critical_path;cell count of the worst reg-to-reg path;4;
pwr;Gate power share;0.020;
synth;synthesized area per cell;11.8;um^2
final_timing;setup TNS;0;ns
synth;Post-synth regs;105;
synth;chip area in the Yosys report;4270;um^2
critical_path;Critical Path RT;6.10;ns
critical_path;CP Data Arrival Time;2.89;ns
outcome;status;finished, final reports clean;
final_layout;layout cells sized above 1;0.0771;
die;Die Width;94.4;um
route;Total Wirelength;6.83;mm
final_layout;Finished Layout Cells;507;
critical_path;Worst R2R Start;stage[1];
critical_path;Reg2Reg Setup Slack;3.93;ns
flow_run;max-cap viol count;0;
cts;cts hold-fix bufs;0;
place;I/O Buffers;34;
cts;clk sink count;105;
-- logic make-up (layout without fill, tap and decap cells) --
kind of cell / after synthesis / count (layout) / synth area share
flops: 105 / 105 / 0.643
simple gates: 140 / 140 / 0.175
compound gates: 30 / 30 / 0.0358
fa+ha+maj: 1 / 1 / 0.00293
buf+inv: 56 / 61 / 0.0850
other cells: 1 / 37 / 0.000879
xor+xnor: 28 / 28 / 0.0575
-- routing by layer --
| layer | global-route usage | share of wire | up-vias | wire [um] |
|---|---|---|---|---|
| li1 | - | - | 1239 | - |
| met1 | 0.300 | 0.49 | 1202 | 3320 |
| met2 | 0.252 | 0.46 | 65 | 3130 |
| met3 | 0.0498 | 0.043 | 9 | 296 |
| met4 | 0.0244 | 0.012 | 0 | 80 |
| met5 | 0 | 0 | - | 0 |
-- worst min-delay path by stage --
stage,from,endpoint,slack (ns),cells past startpoint
6_report,PC[1],mem_addr[1],0.47,0
5_1_grt,stage[3],stage[4],0.49,1
4_1_cts,PC_NEXT[29],PC[29],0.48,2
-- sequential cells by signal (all words and copies together) (netlist names) --
register / count
PC: 32
PC_NEXT: 32
mem_addr: 32
stage: 9
-- through the flow --
stage | setup WS [ns] | hold WS [ns] | total power, uW | area (um^2) | utilization
final | 3.21 | 0.472 | 1200 | 4780 | 0.582
after global routing | 3.04 | 0.495 | 1250 | 4780 | 0.582
after CTS | 3.19 | 0.475 | 1220 | 4780 | 0.582
after detailed placement | 2.83 | 0.446 | 796 | 4580 | 0.557
after global placement | 2.83 | 0.437 | 796 | 4580 | 0.557
after floorplan | 2.62 | 0.425 | 795 | 4400 | -
-- area by class of cell --
type,count,area (um^2)
multi-input combinational,236,1300
timing repair buffer,39,378
sequential,105,2740
inverter,6,22.5
tap,105,131
clock buffer,15,199
clock inverter,1,6.26
fill,689,3440
-- critical path, stage by stage --
cell and delay [ns]:
clkdlybuf4s50_1 0.41, buf_4 0.27, nor2_1 0.26, nand3_1 0.17
nor2_2 0.12, buf_4 0.41
-- cell usage in the layout (no fill, tap or decap), types with 3 or more instances in the layout --
cell             count
edfxtp_1            64
nand3b_1             4
clkbuf_8            10
nand3_1             10
nor4_2               6
xor2_1              19
dfxtp_1             41
nand2_1             74
clkbuf_1             3
nor4_1               3
xnor2_1              9
conb_1              37
nor2_1              10
buf_4                5
and4_1               4
clkdlybuf4s50_1     34
a21oi_1             29
nor3_1               6
and3_1               4
inv_1                6
-- power groups by stage --
stage,clock network [uW],logic [uW],registers [uW]
final,426,23.5,755
after CTS,439,24.6,755
after global routing,466,27.8,756
Power is estimated from default activity; no workload was simulated.
